### /design/flow/config.mk
export PLATFORM = sky130hd
export DESIGN_NAME = hyper_cpu
export DESIGN_NICKNAME = hyper_cpu
export VERILOG_FILES = /design/flow/design.v
export SDC_FILE = /design/flow/constraint.sdc
export NUM_CORES = 4
export LEC_CHECK = 1
export CORE_UTILIZATION = 50
### /design/flow/constraint.sdc
current_design hyper_cpu

set clk_period 7.9
set clk_io_pct 0.2

create_clock -name clk0 -period $clk_period [get_ports {clk}]

set non_clock_inputs [all_inputs -no_clocks]
set_input_delay [expr $clk_period * $clk_io_pct] -clock clk0 $non_clock_inputs
set_output_delay [expr $clk_period * $clk_io_pct] -clock clk0 [all_outputs]
### /design/flow/design.v
`timescale 1ns / 1ps
module hyper_cpu
	#(
		parameter DATA_WIDTH = 16
	)
	(
		input wire clk,
		input wire rst,
		output wire[DATA_WIDTH - 1:0] pc_out
    );
`timescale 1ns / 1ps
function integer log2;
	input integer value;
	begin
		value = value - 1;
		for (log2 = 0; value > 0; log2 = log2 + 1)
			value = value >> 1;
	end
endfunction
localparam PIPELINE_STATES	= 4;
localparam OPCODE_SIZE		= 4;
localparam REG_SIZE			= 4;
localparam IMM_SIZE			= 8;
localparam r0					= 0;
localparam r1					= 1;
localparam sp					= 13;
localparam lr					= 14;
localparam pc					= 15;
localparam[log2(PIPELINE_STATES) - 1:0]	
						fetch 	= 2'b00,
						decode	= 2'b01,
						execute	= 2'b10,
						store		= 2'b11;	 
localparam[OPCODE_SIZE - 1:0]
						LRI	= 4'b0001,
						ADD	= 4'b0100,
						OR		= 4'b0110,
						XOR	= 4'b0111,
						HALT	= 4'b0000;
reg[log2(PIPELINE_STATES) - 1:0] state_reg;
reg[DATA_WIDTH - 1:0] regfile[0:(2 ** REG_SIZE) - 1];
reg[DATA_WIDTH - 1:0] ir;
reg[OPCODE_SIZE - 1:0] opcode;
reg[REG_SIZE - 1:0] ra, rb, rd;
reg[DATA_WIDTH - 1:0] w;
reg[DATA_WIDTH - 1:0] memory[0:15];
always @(posedge clk, posedge rst) begin
	if (rst) begin
		state_reg <= fetch;
		regfile[pc] <= 0;
	end else begin
		case (state_reg)
			fetch:
				begin
					ir <= memory[regfile[pc]];
					state_reg <= decode;
				end
			decode:
				begin
					opcode <= ir[OPCODE_SIZE + (REG_SIZE * 3) - 1 : (REG_SIZE * 3)];
					ra <= ir[(REG_SIZE * 3) - 1 : (2 * REG_SIZE)];
					rb <= ir[(REG_SIZE * 2) - 1 : REG_SIZE];
					rd <= ir[REG_SIZE - 1 : 0];
					regfile[pc] <= regfile[pc] + 1;
					state_reg <= execute;
				end
			execute:
				begin
					case (opcode)
						LRI:
							begin
								w <= { ra, rb };
								state_reg <= store;
							end
						ADD:
							begin
								w <= regfile[ra] + regfile[rb];
								state_reg <= store;
							end
						OR:
							begin
								w <= regfile[ra] | regfile[rb];
								state_reg <= store;
							end
						XOR:
							begin
								w <= regfile[ra] ^ regfile[rb];
								state_reg <= store;
							end
						HALT:
							begin
								state_reg <= execute;
							end
						default:
							begin
							end
					endcase
				end
			store:
				begin
					regfile[rd] <= w;
					state_reg <= fetch;
				end
			default:
				begin
				end
		endcase
	end
end
assign pc_out = regfile[pc];
initial begin
	memory[0] = { LRI, 4'd00, 4'd00, 4'd00 };
	memory[1] = { LRI, 4'd00, 4'd00, 4'd01 };
	memory[2] = { LRI, 4'd00, 4'd00, 4'd02 };
	memory[3] = { LRI, 4'd00, 4'd00, 4'd03 };
	memory[4] = { LRI, 4'd02, 4'd04, 4'd01 };
	memory[5] = { LRI, 4'd01, 4'd11, 4'd02 };
	memory[6] = { ADD, 4'd01, 4'd02, 4'd03 };
	memory[7] = { HALT, 12'd0 };
end
endmodule
### /design/flow/run.sh
#!/bin/bash
# OpenROAD 26Q1-2900-gdf79404cd8, Yosys 0.63+post, stock flow scripts
make -C /OpenROAD-flow-scripts/flow DESIGN_CONFIG=/design/flow/config.mk WORK_HOME=/design/flow/orfs finish
==> GITHUB_STEP_SUMMARY <==
## Implementation flow summary

| Metric | Value |
|---|---|
| Detailed-route DRC error count | 0 |
| Pins Over Slew Limit | 0 |
| Antenna diodes | 0 |
| Type of the most critical hold path | reg2reg |
| Worst reg2reg setup slack | 6.17 ns |
| Time the worst path needs with I/O delays and setup | 2.852 ns |
| Yosys chip area | 1017 µm² |
| Detail Placement HPWL | 1027 µm |
| Highest metal layer used by the detailed router | met4 |
| Synth-to-Final Area Change | 22.51% |
| Lkg Pwr | 0.5535 nW |
| Buf/Inv on CP | 1 |
| Count of fill cells added during filler insertion | 149 |
| Post-CTS repair timing setup buffer count | 0 |
| Clock-pin slew reported for the worst setup and hold paths after clock tree synthesis | 0.13 ns |
| Endpoint class of the critical path | output port |
| Yosys stat cell total | 80 |
| Post-synthesis instance area | 1017 µm² |
| Initial antenna violation count | 0 |
| Switch share | 0.1887 |
| Start point of the worst min-delay path | state_reg[0]$_DFF_PP1_ |
| Die width | 47.11 µm |
| Top delay family on crit path | buffers and inverters |
| Detailed Routing Iterations Pass 1 | 4 |
| Iter 0 DRT Violations | 8 |
| Die extent in y | 47.11 µm |
| Worst-margin pin slew | 0.7103 ns |
| ANT nets after route | 0 |
| Total number of yosys warnings | 2 |
| Clock network fraction of total power | 0.326 |
| Critical path data arrival time | 1.27 ns |
| Avg WL per Cell | 11.19 µm |
| Power Dens Cells | 152.2 nW/µm² |
| Reg2reg end | regfile[15][13]$_DFFE_PP0P_ |
| Core box area | 1821 µm² |
| IR Drop Worst-Case VDD | 116.5 µV |
| TritonCTS clock tree | built |
| Endpoint, Worst Hold | state_reg[2]$_DFF_PP0_ |
| Share of cells above drive strength 1 | 0.1212 |
| Worst hold path stage count | 0 |
| Number of distinct library cells after synthesis | 25 |
| Via count of the first global-routing pass | 530 |
| Setup Crit Path Kind | reg2out |
| Layout Utilization | 0.6845 |
| Starting density of the core | 0.5588 |
| Setup WS post-layout | 5.048 ns |
| Flip-flops with a built-in enable | 4 |
| Final weighted congestion in routability-driven placement | 0.7230 |
| Critical register-to-register path startpoint | state_reg[3]$_DFF_PP0_ |
| Avg Vias per Cell | 4.718 |
| Result of the run | complete, no violations |
| Int Pwr | 0.1539 mW |
| Switching power | 0.03580 mW |
| Post-CTS Hold Buffers | 0 |
| Setup violation total in the final timing report | 0 |
| Area occupied by registers | 621.8 µm² |
| Required time of the worst setup path | 6.32 ns |
| Met1 Routed Length | 738 µm |
| Remaining Overflow, GRT | 0 |
| Slowest cell delay on critical path | 0.50 ns |
| Max clock buf depth | 2 |
| Routed WL | 1387 µm |
| Synthesized flop and latch total | 24 |
| Worst slack, placed | 5.307 ns |
| Slowest cell on the critical path | sky130_fd_sc_hd__clkdlybuf4s50_1 |
| Period utilization | 0.3610 |
| Worst-path cell chain | clkdlybuf4s50_1 |
| Fraction of the yosys area taken by sequential cells | 0.6113 |
| Unrepaired setup endpoints after global routing | false |
| Number of H-tree levels | 1 |
| Total negative slack for setup checks | 0 ns |
| Count of instances resized after the clock tree is built | 0 |
| Number of ports placed on the die boundary | 18 |
| Largest clock skew in the final design | 0.008456 ns |
| Number of vias after detailed routing | 585 |
| Largest net degree at the start of global routing | 21 |
| Clock latency reported for the late side of the worst-skew pair | 0.30 ns |
| Maximum net fanout on the critical path | 6 |
| WL met3 | 38 µm |
| Buffers added on ports | 17 |
| Std cell rows | 15 |
| Number of warnings in the stage logs | 27 |
| Global-route usage over all layers | 0.1486 |
| Met2 wire length | 595 µm |
| DIE AREA | 2219 µm² |
| Crit path launch type | flop |
| Clk sinks | 24 |
| Sequential Power Share | 0.661 |
| Async set-or-reset flop fraction in the synthesized netlist | 0.8333 |
| Buffer type at the clock tree root | sky130_fd_sc_hd__clkbuf_4 |
| Global-route wire length before repair | 2235 µm |
| Cell count of the worst reg-to-reg path | 6 |
| Maximum clock rate | 0.3507 GHz |
| Combinational cell fraction of total power | 0.013 |
| TritonCTS buffer count | 3 |
| Maximum Capacitance Violations | 0 |
| Slew margin rel. | 0.5259 |
| Primary FF master, synth | sky130_fd_sc_hd__dfrtp_1 |
| Logic area | 367.9 µm² |
| Number of cells produced by synthesis | 80 |
| Number of flip-flops in the largest register | 16 |
| Post-Syn Area per Cell | 12.72 µm² |
| Number of endpoints with negative hold slack in the final report | 0 |
## area by class of cell
class,instances,share of cell area
Clock buffer,4,0.02912
Inverter,5,0.01506
Multi-Input combinational cell,49,0.2952
Sequential cell,24,0.4990
Tap cell,25,0.02510
Timing Repair Buffer,17,0.1365
## layout by cell type (no fill, tap or decap), types with 2 or more instances in the layout
| cell | count |
|---|---|
| sky130_fd_sc_hd__clkdlybuf4s50_1 | 17 |
| sky130_fd_sc_hd__xnor2_1 | 11 |
| sky130_fd_sc_hd__and3_1 | 2 |
| sky130_fd_sc_hd__nor2_1 | 5 |
| sky130_fd_sc_hd__xor2_1 | 4 |
| sky130_fd_sc_hd__edfxtp_1 | 4 |
| sky130_fd_sc_hd__ha_1 | 3 |
| sky130_fd_sc_hd__nand4_1 | 2 |
| sky130_fd_sc_hd__nand3_2 | 2 |
| sky130_fd_sc_hd__inv_1 | 5 |
| sky130_fd_sc_hd__dfrtp_1 | 19 |
| sky130_fd_sc_hd__nand2_1 | 7 |
| sky130_fd_sc_hd__nand3_1 | 2 |
| sky130_fd_sc_hd__nor2b_1 | 2 |
| sky130_fd_sc_hd__clkbuf_4 | 3 |
## layer usage
layer	track usage	vias up
met3	0.02335	2
met5	0	-
li1	-	297
met2	0.2028	8
met4	0.02857	0
met1	0.2727	278
## worst max path at each step
| stage | cells past startpoint | endpoint | startpoint | slack (ns) |
|---|---|---|---|---|
| 4_1_cts | 1 | pc_out[7] | regfile[15][7]$_DFFE_PP0P_ | 5.04 |
| 6_report | 1 | pc_out[7] | regfile[15][7]$_DFFE_PP0P_ | 5.05 |
| 5_1_grt | 1 | pc_out[2] | regfile[15][2]$_DFFE_PP0P_ | 4.98 |
## power groups by stage
stage	clock (mW)	combinational, mW	sequential (mW)
4_1_cts	0.0633	0.00264	0.125
6_report	0.0619	0.00245	0.125
5_1_grt	0.0690	0.00297	0.125
## cell usage after synthesis, types with 2 or more instances
cell	instances	area [µm²]
sky130_fd_sc_hd__nand2_1	7	26.28
sky130_fd_sc_hd__nand3_2	2	20.02
sky130_fd_sc_hd__nor2_1	5	18.77
sky130_fd_sc_hd__and3_1	2	12.51
sky130_fd_sc_hd__dfrtp_1	19	475.5
sky130_fd_sc_hd__inv_1	5	18.77
sky130_fd_sc_hd__nand3_1	2	10.01
sky130_fd_sc_hd__xnor2_1	11	96.34
sky130_fd_sc_hd__ha_1	3	37.54
sky130_fd_sc_hd__nor2b_1	2	12.51
sky130_fd_sc_hd__xor2_1	4	35.03
sky130_fd_sc_hd__nand4_1	2	12.51
sky130_fd_sc_hd__edfxtp_1	4	120.1
## stage by stage
step	cells	hold slack (ns)	power, mW	area (µm²)
floorplan	80	0.3854	0.1293	1017
global placement	120	0.3927	0.1304	1210
detailed placement	120	0.3937	0.1304	1210
CTS	124	0.4117	0.1912	1246
global route	124	0.4165	0.1973	1246
finish	124	0.4128	0.1897	1246
## logic make-up (layout without fill, tap and decap cells)
| logic type | count (synthesis) | after routing | synth area share |
|---|---|---|---|
| compound gates | 1 | 1 | 0.004915 |
| xor+xnor | 15 | 15 | 0.1291 |
| fa+ha+maj | 3 | 3 | 0.03690 |
| buf+inv | 7 | 26 | 0.02705 |
| flops | 24 | 24 | 0.6113 |
| mux | 1 | 1 | 0.01107 |
| simple gates | 29 | 29 | 0.1796 |
Power and IR drop assume default switching activity.
